==> ./design.v <==
module rc4_decryption(
    input            clk,
    input            rst_n,
    input      [7:0] seed [15:0],
    input      [7:0] din,  
    input            din_valid,
    output reg       dout_ready,
    output reg [7:0] dout,  
    output reg       init_done
);
reg [7:0] S_mem [255:0];
reg [7:0] S_ij;
reg [2:0] state;
reg [7:0] i;
reg [7:0] j;
localparam NULL_CHAR = 8'b0;
always @ (posedge clk or negedge rst_n) 
begin
if(!rst_n)
begin
    dout <= NULL_CHAR;
    dout_ready <= 1'b0;
    init_done <= 1'b0;
    state <= 0;
end
else
begin
    case(state)
    0: 
    begin
        S_mem[0]   <= 0;
        S_mem[1]   <= 1;
        S_mem[2]   <= 2;
        S_mem[3]   <= 3;
        S_mem[4]   <= 4;
        S_mem[5]   <= 5;
        S_mem[6]   <= 6;
        S_mem[7]   <= 7;
        S_mem[8]   <= 8;
        S_mem[9]   <= 9;
        S_mem[10]  <= 10;
        S_mem[11]  <= 11;
        S_mem[12]  <= 12;
        S_mem[13]  <= 13;
        S_mem[14]  <= 14;
        S_mem[15]  <= 15;
        S_mem[16]  <= 16;
        S_mem[17]  <= 17;
        S_mem[18]  <= 18;
        S_mem[19]  <= 19;
        S_mem[20]  <= 20;
        S_mem[21]  <= 21;
        S_mem[22]  <= 22;
        S_mem[23]  <= 23;
        S_mem[24]  <= 24;
        S_mem[25]  <= 25;
        S_mem[26]  <= 26;
        S_mem[27]  <= 27;
        S_mem[28]  <= 28;
        S_mem[29]  <= 29;
        S_mem[30]  <= 30;
        S_mem[31]  <= 31;
        S_mem[32]  <= 32;
        S_mem[33]  <= 33;
        S_mem[34]  <= 34;
        S_mem[35]  <= 35;
        S_mem[36]  <= 36;
        S_mem[37]  <= 37;
        S_mem[38]  <= 38;
        S_mem[39]  <= 39;
        S_mem[40]  <= 40;
        S_mem[41]  <= 41;
        S_mem[42]  <= 42;
        S_mem[43]  <= 43;
        S_mem[44]  <= 44;
        S_mem[45]  <= 45;
        S_mem[46]  <= 46;
        S_mem[47]  <= 47;
        S_mem[48]  <= 48;
        S_mem[49]  <= 49;
        S_mem[50]  <= 50;
        S_mem[51]  <= 51;
        S_mem[52]  <= 52;
        S_mem[53]  <= 53;
        S_mem[54]  <= 54;
        S_mem[55]  <= 55;
        S_mem[56]  <= 56;
        S_mem[57]  <= 57;
        S_mem[58]  <= 58;
        S_mem[59]  <= 59;
        S_mem[60]  <= 60;
        S_mem[61]  <= 61;
        S_mem[62]  <= 62;
        S_mem[63]  <= 63;
        S_mem[64]  <= 64;
        S_mem[65]  <= 65;
        S_mem[66]  <= 66;
        S_mem[67]  <= 67;
        S_mem[68]  <= 68;
        S_mem[69]  <= 69;
        S_mem[70]  <= 70;
        S_mem[71]  <= 71;
        S_mem[72]  <= 72;
        S_mem[73]  <= 73;
        S_mem[74]  <= 74;
        S_mem[75]  <= 75;
        S_mem[76]  <= 76;
        S_mem[77]  <= 77;
        S_mem[78]  <= 78;
        S_mem[79]  <= 79;
        S_mem[80]  <= 80;
        S_mem[81]  <= 81;
        S_mem[82]  <= 82;
        S_mem[83]  <= 83;
        S_mem[84]  <= 84;
        S_mem[85]  <= 85;
        S_mem[86]  <= 86;
        S_mem[87]  <= 87;
        S_mem[88]  <= 88;
        S_mem[89]  <= 89;
        S_mem[90]  <= 90;
        S_mem[91]  <= 91;
        S_mem[92]  <= 92;
        S_mem[93]  <= 93;
        S_mem[94]  <= 94;
        S_mem[95]  <= 95;
        S_mem[96]  <= 96;
        S_mem[97]  <= 97;
        S_mem[98]  <= 98;
        S_mem[99]  <= 99;
        S_mem[100] <= 100;
        S_mem[101] <= 101;
        S_mem[102] <= 102;
        S_mem[103] <= 103;
        S_mem[104] <= 104;
        S_mem[105] <= 105;
        S_mem[106] <= 106;
        S_mem[107] <= 107;
        S_mem[108] <= 108;
        S_mem[109] <= 109;
        S_mem[110] <= 110;
        S_mem[111] <= 111;
        S_mem[112] <= 112;
        S_mem[113] <= 113;
        S_mem[114] <= 114;
        S_mem[115] <= 115;
        S_mem[116] <= 116;
        S_mem[117] <= 117;
        S_mem[118] <= 118;
        S_mem[119] <= 119;
        S_mem[120] <= 120;
        S_mem[121] <= 121;
        S_mem[122] <= 122;
        S_mem[123] <= 123;
        S_mem[124] <= 124;
        S_mem[125] <= 125;
        S_mem[126] <= 126;
        S_mem[127] <= 127;
        S_mem[128] <= 128;
        S_mem[129] <= 129;
        S_mem[130] <= 130;
        S_mem[131] <= 131;
        S_mem[132] <= 132;
        S_mem[133] <= 133;
        S_mem[134] <= 134;
        S_mem[135] <= 135;
        S_mem[136] <= 136;
        S_mem[137] <= 137;
        S_mem[138] <= 138;
        S_mem[139] <= 139;
        S_mem[140] <= 140;
        S_mem[141] <= 141;
        S_mem[142] <= 142;
        S_mem[143] <= 143;
        S_mem[144] <= 144;
        S_mem[145] <= 145;
        S_mem[146] <= 146;
        S_mem[147] <= 147;
        S_mem[148] <= 148;
        S_mem[149] <= 149;
        S_mem[150] <= 150;
        S_mem[151] <= 151;
        S_mem[152] <= 152;
        S_mem[153] <= 153;
        S_mem[154] <= 154;
        S_mem[155] <= 155;
        S_mem[156] <= 156;
        S_mem[157] <= 157;
        S_mem[158] <= 158;
        S_mem[159] <= 159;
        S_mem[160] <= 160;
        S_mem[161] <= 161;
        S_mem[162] <= 162;
        S_mem[163] <= 163;
        S_mem[164] <= 164;
        S_mem[165] <= 165;
        S_mem[166] <= 166;
        S_mem[167] <= 167;
        S_mem[168] <= 168;
        S_mem[169] <= 169;
        S_mem[170] <= 170;
        S_mem[171] <= 171;
        S_mem[172] <= 172;
        S_mem[173] <= 173;
        S_mem[174] <= 174;
        S_mem[175] <= 175;
        S_mem[176] <= 176;
        S_mem[177] <= 177;
        S_mem[178] <= 178;
        S_mem[179] <= 179;
        S_mem[180] <= 180;
        S_mem[181] <= 181;
        S_mem[182] <= 182;
        S_mem[183] <= 183;
        S_mem[184] <= 184;
        S_mem[185] <= 185;
        S_mem[186] <= 186;
        S_mem[187] <= 187;
        S_mem[188] <= 188;
        S_mem[189] <= 189;
        S_mem[190] <= 190;
        S_mem[191] <= 191;
        S_mem[192] <= 192;
        S_mem[193] <= 193;
        S_mem[194] <= 194;
        S_mem[195] <= 195;
        S_mem[196] <= 196;
        S_mem[197] <= 197;
        S_mem[198] <= 198;
        S_mem[199] <= 199;
        S_mem[200] <= 200;
        S_mem[201] <= 201;
        S_mem[202] <= 202;
        S_mem[203] <= 203;
        S_mem[204] <= 204;
        S_mem[205] <= 205;
        S_mem[206] <= 206;
        S_mem[207] <= 207;
        S_mem[208] <= 208;
        S_mem[209] <= 209;
        S_mem[210] <= 210;
        S_mem[211] <= 211;
        S_mem[212] <= 212;
        S_mem[213] <= 213;
        S_mem[214] <= 214;
        S_mem[215] <= 215;
        S_mem[216] <= 216;
        S_mem[217] <= 217;
        S_mem[218] <= 218;
        S_mem[219] <= 219;
        S_mem[220] <= 220;
        S_mem[221] <= 221;
        S_mem[222] <= 222;
        S_mem[223] <= 223;
        S_mem[224] <= 224;
        S_mem[225] <= 225;
        S_mem[226] <= 226;
        S_mem[227] <= 227;
        S_mem[228] <= 228;
        S_mem[229] <= 229;
        S_mem[230] <= 230;
        S_mem[231] <= 231;
        S_mem[232] <= 232;
        S_mem[233] <= 233;
        S_mem[234] <= 234;
        S_mem[235] <= 235;
        S_mem[236] <= 236;
        S_mem[237] <= 237;
        S_mem[238] <= 238;
        S_mem[239] <= 239;
        S_mem[240] <= 240;
        S_mem[241] <= 241;
        S_mem[242] <= 242;
        S_mem[243] <= 243;
        S_mem[244] <= 244;
        S_mem[245] <= 245;
        S_mem[246] <= 246;
        S_mem[247] <= 247;
        S_mem[248] <= 248;
        S_mem[249] <= 249;
        S_mem[250] <= 250;
        S_mem[251] <= 251;
        S_mem[252] <= 252;
        S_mem[253] <= 253;
        S_mem[254] <= 254;
        S_mem[255] <= 255;
        state <= 1;
        i <= 0;
        j <= 0;
    end
    1:  
    begin
        j <= (j + S_mem[i] + seed[i[3:0]]);
        state <= 2;
    end
    2:  
    begin
        S_mem[i] <= S_mem[j];
        S_mem[j] <= S_mem[i];
        if(i == 255) begin
            state <= 3;
            i <= 1'b1;
            j <= 1'b0 + S_mem[1];
        end else begin 
            i <= i + 1'b1;
            state <= 1;
        end
    end
    3:  
    begin 
        S_mem[i] <= S_mem[j];
        S_mem[j] <= S_mem[i];
        S_ij <= S_mem[i] + S_mem[j];
        i <= i + 1'b1;
        init_done <= 1;
        state <= 4;
    end
    4:  
    begin
        if (din_valid == 1) begin
            dout <= S_mem[S_ij] ^ din;
            dout_ready <= 1'b1;
            j <= j + S_mem[i];
            S_mem[i] <= S_mem[j+S_mem[i]];
            S_mem[j+S_mem[i]] <= S_mem[i];
            S_ij <= S_mem[i] + S_mem[j+S_mem[i]];
            i <= i + 1'b1;
        end else begin
            dout_ready <= 1'b0;
            dout <= NULL_CHAR;
        end
        state <= 4;
    end
    default:
    begin 
        state <= 0;
    end
    endcase
end
end
endmodule
==> ./run.sh <==
#!/bin/bash
# OpenROAD 26Q1-2900-gdf79404cd8, Yosys 0.63+post, stock flow scripts
make -C /OpenROAD-flow-scripts/flow DESIGN_CONFIG=/design/flow/config.mk WORK_HOME=/design/flow/orfs finish
==> ./config.mk <==
export PLATFORM = sky130hd
export DESIGN_NAME = rc4_decryption
export DESIGN_NICKNAME = rc4_decryption
export VERILOG_FILES = /design/flow/design.v
export SDC_FILE = /design/flow/constraint.sdc
export NUM_CORES = 4
export LEC_CHECK = 1
export CORE_UTILIZATION = 30
export SYNTH_HDL_FRONTEND = slang
==> ./constraint.sdc <==
current_design rc4_decryption

set clk_period 146.0
set clk_io_pct 0.2

create_clock -name clk0 -period $clk_period [get_ports {clk}]

set non_clock_inputs [all_inputs -no_clocks]
set_input_delay [expr $clk_period * $clk_io_pct] -clock clk0 $non_clock_inputs
set_output_delay [expr $clk_period * $clk_io_pct] -clock clk0 [all_outputs]
==> flow_summary_export.csv <==
group,metric,value,unit
status,outcome,"finished, violations left",
status,violations,"capacitance limit, slew limit",
critical_path,criticalPathCategory,"in2reg",
clock_tree,clk_pin_slew,60,ps
critical_path,cp.required,146720,ps
timing,tightestPinTransition,1676,ps
timing,drv_slew,10,
final_layout,num-fill-cells,51590,
floorplanning,core_area,533500,um^2
final_layout,regArea,63130,um^2
critical_path,cpMostUsedCell,"buf_4",
critical_path,worstRegToRegCells,29,
clock_tree,insertion_delay,1080,ps
final_layout,final_cells,19840,
critical_path,cp_slowest_cell,"nor2_2",
clock_tree,numClockSinks,2111,
placed_design,dpl.hpwl,682100,um
timing,rsz0062_at_grt,"no",
yosys,yosysSeqAreaShare,39.18,%
yosys,yosys.area.top_type,"edfxtp_1",
clock_tree,numCtsBuffers,242,
final_layout,drive_above_1_share,28.87,%
worst_hold_path,min_from,"S_ij[4]$_DFFE_PP_",
placed_design,port_buffers,148,
critical_path,cp.arrival,34520,ps
timing,final.setup_skew,88.90,ps
yosys,common_cells,"mux4_2, edfxtp_1, nand2_1",
yosys,synth_warnings,0,
clock_tree,cts_buffer_depth,4,
yosys,edf_count,2072,
global_route,track_usage,37.08,%
yosys,yosysCellCount,12570,
timing,fmax,29.59,MHz
yosys,yosys.stat.chipArea,161000,um^2
route,routed_wl,959600,um
global_route,antenna_found_initial,157,
job,warnings,30,
route,drtIter0Drc,16450,
placed_design,dpl.cell_count,19120,
floorplanning,die_w,734.6,um
placed_design,pre_cts_ws,111430,ps
timing,worst_slack,112200,ps
job,drv_cap,2,
timing,slew_headroom,-12.60,%
yosys,top_cell,"mux4_2",
critical_path,cp.depth,14,
floorplanning,fp.dieArea,539600,um^2
critical_path,cpPeakStageDelay,820,ps
timing,finalCritPeriodShare,23.15,%
yosys,async_flop_share,0.7106,%
yosys,ys_ff,2111,
route,vias,139700,
timing,fin_crit,33800,ps
yosys,ys_types,88,
floorplanning,num_rows,268,
final_layout,logic_area,91690,um^2
clock_tree,ctsResizeCount,0,
global_route,grt-ovfl-total,0,
route,first_pass_iters,8,
clock_tree,cts_hold_buf,0,
route,drc,0,
power,pwr_density_cell,15.34,nW/um^2
yosys,topCellsByArea,"edfxtp_1, mux4_2, nand2_1",
route,antenna_left,0,
yosys,yosys.area.top_type_share,38.65,%
placed_design,gp_congestion,1.126,
yosys,syn_avg_cell_area,12.81,um^2
floorplanning,fp_util,30.18,%
critical_path,startpoint_type,"input pin",
clock_tree,cts-root-buf,"clkbuf_16",
route,viasPerCell,7.045,
critical_path,worst_setup_path_end_kind,"register",
global_route,grt_pass1_vias,138500,
clock_tree,cts_tree,"done",
power,peakVddDrop,0.00001688,V
yosys,synth_area,161000,um^2
critical_path,critPathBufInv,4,
critical_path,path_max_fanout,11,
timing,fin_tns_setup,0,ps
yosys,syn_inst,12570,
critical_path,rr_endpoint,"S_mem[189][1]$_DFFE_PP_",
global_route,grt_max_degree,76,
critical_path,rrSetupSlack,130280,ps
yosys,synthFlopType,"edfxtp_1",
critical_path,critPathTopFamily,"simple AND/OR/NAND/NOR gates",
clock_tree,cts_setup_buffers,0,
timing,hold_viol,0,
worst_hold_path,hp-class,"reg2reg",
route,wl_per_cell,48.37,um
floorplanning,pin_count,149,
timing,setup_viol,0,
global_route,grt_pass1_wl,1266000,um
floorplanning,die_h,734.6,um
critical_path,worstPathCellList,"clkdlybuf4s50_1, buf_4, and2_0, o21ai_1, buf_4, nor2_2, and3_1, o21ai_1, nor2_2, buf_4, nand2_1, nor2_1, or3_1, o21ai_0",
clock_tree,cts-htree-levels,4,
worst_hold_path,hold_depth,2,
final_layout,syn_to_final_growth,11.82,%
power,power.leakage,51.30,nW
power,finalPower,0.002761,W
-- area by class of cell --
cell class | count | area share, %
Inverter | 44 | 0.1049
Antenna cell | 269 | 0.3739
Multi-Input combinational cell | 8969 | 50.93
Sequential cell | 2111 | 35.07
Tap cell | 7155 | 4.973
Clock buffer | 272 | 3.466
Clock inverter | 176 | 1.153
Timing Repair Buffer | 841 | 3.927
-- per-stage QoR --
stage / instance area [um^2] / hold WS [ps] / util [%]
finish: 180000 / 455.1 / 33.74
global route: 179800 / 475.3 / 33.70
floorplan: 161000 / 351.9 / -
global placement: 171000 / 424.3 / 32.05
detailed placement: 171000 / 426.8 / 32.06
CTS: 179300 / 449.1 / 33.62
-- placed cells by master (no fill, tap or decap), types with 46 or more instances in the layout --
cell / instances
edfxtp_1: 2072
nand3_1: 349
a21oi_1: 359
and3_1: 263
o31ai_1: 123
clkbuf_16: 243
nand3b_1: 121
o21a_1: 46
buf_4: 662
a22oi_1: 544
nor3_1: 102
a211oi_1: 48
nor2_1: 802
nand2_1: 1183
o21ai_0: 408
a31oi_1: 276
mux2i_1: 398
nor2b_1: 55
o211ai_1: 139
mux4_2: 2302
diode_2: 269
a221oi_1: 117
a32o_1: 47
clkdlybuf4s50_1: 147
or3_1: 205
o22ai_1: 592
-- state kept, by name, indices dropped and copies added (netlist names), named ones only --
name	cells
S_ij	8
S_mem	2048
dout	8
dout_ready	1
i	8
init_done	1
j	8
state	5
-- cells by family after synthesis --
family / after synthesis / synth area share (%)
buffers and inverters: 1489 / 4.212
AND-OR/OR-AND: 2898 / 11.96
flip-flops: 2111 / 39.18
XOR/XNOR: 33 / 0.1889
other: 1 / 0.002329
multiplexers: 2728 / 34.88
adder cells (fa/ha/maj): 28 / 0.2316
AND/OR/NAND/NOR: 3281 / 9.340
-- worst max-delay path by stage --
stage	from	end	slack [ps]
final	din_valid	S_mem[227][4]$_DFFE_PP_	112200
after CTS	din_valid	S_mem[224][3]$_DFFE_PP_	112470
after global routing	din_valid	S_mem[227][4]$_DFFE_PP_	112200
-- tightest hold or removal path: stages (launching register included) --
cell      delay [ps]
edfxtp_1         320
nand2_1           50
nand2_1           60
-- per-layer routing --
layer	vias to the layer above	part of all wire, %	track usage (%)
met5	-	1.2	18.62
met4	205	9.6	27.26
met3	3157	21	33.11
met2	14030	40	46.98
met1	70010	29	36.52
li1	52350	-	-
-- report_power, final --
part           total [W]  switching [W]  internal (W)
Clock           0.000666       0.000293      0.000374
Sequential      0.000706      0.0000264      0.000680
Combinational    0.00139        0.00101      0.000377
Total            0.00276        0.00133       0.00143
Power figures rest on the tool's default switching activity, not on a simulated workload.
